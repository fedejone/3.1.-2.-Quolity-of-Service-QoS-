`./config.mk`:
```
export PLATFORM = sky130hd
export DESIGN_NAME = stream_arbiter_top
export DESIGN_NICKNAME = stream_arbiter_top
export VERILOG_FILES = /design/flow/design.v
export SDC_FILE = /design/flow/constraint.sdc
export NUM_CORES = 4
export LEC_CHECK = 1
export CORE_AREA = 10 10 109 109
export DIE_AREA = 0 0 119 119
export SYNTH_HDL_FRONTEND = slang
```
`./constraint.sdc`:
```
current_design stream_arbiter_top

set clk_period 2.6
set clk_io_pct 0.2

create_clock -name clk0 -period $clk_period [get_ports {clk_i}]

set non_clock_inputs [all_inputs -no_clocks]
set_input_delay [expr $clk_period * $clk_io_pct] -clock clk0 $non_clock_inputs
set_output_delay [expr $clk_period * $clk_io_pct] -clock clk0 [all_outputs]
```
`./design.v`:
```
module stream_arbiter_latency_1 #(
  parameter T_DATA_WIDTH = 8                   ,
  parameter T_QOS__WIDTH = 4                   ,
  parameter STREAM_COUNT = 2                   ,
  parameter T_ID___WIDTH = $clog2(STREAM_COUNT)
) (
  input  logic                    clk_i                      ,
  input  logic                    rst_n                      ,
  input  logic [T_DATA_WIDTH-1:0] s_data_i [STREAM_COUNT-1:0],
  input  logic [T_QOS__WIDTH-1:0] s_qos_i  [STREAM_COUNT-1:0],
  input  logic [STREAM_COUNT-1:0] s_last_i                   ,
  input  logic [STREAM_COUNT-1:0] s_valid_i                  ,
  output logic [STREAM_COUNT-1:0] s_ready_o                  ,
  output logic [T_DATA_WIDTH-1:0] m_data_o                   ,
  output logic [T_QOS__WIDTH-1:0] m_qos_o                    ,
  output logic [T_ID___WIDTH-1:0] m_id_o                     ,
  output logic                    m_last_o                   ,
  output logic                    m_valid_o                  ,
  input  logic                    m_ready_i
);
  logic [T_ID___WIDTH-1:0] select_stream_reg  ;  
  logic [             1:0] cnt_rr             ;  
  logic [T_ID___WIDTH-1:0] rr_reg             ;  
  logic [T_QOS__WIDTH-1:0] select_qos_reg     ;  
  logic [STREAM_COUNT-1:0] same_priorities_reg;  
  logic [  T_ID___WIDTH:0] quantity_one_prior ;  
  enum logic [1:0] {IDLE, QUEUE, DATA} state;    
  always_comb begin : proc_select_qos_reg
    select_qos_reg     = '0;
    quantity_one_prior = '0;
    for ( int i = 0; i < STREAM_COUNT ; i++ ) begin  
      begin
        if ((s_qos_i[i] > select_qos_reg) && s_valid_i[i])
          select_qos_reg = s_qos_i[i];  
      end
      if (same_priorities_reg[i])
        quantity_one_prior = quantity_one_prior + 1'b1;  
    end
  end
  always_ff @( posedge clk_i or negedge rst_n ) begin
    if( ~rst_n ) begin
      select_stream_reg   <= '0;
      same_priorities_reg <= '0;
      m_data_o            <= '0;
      m_qos_o             <= '0;
      m_id_o              <= '0;
      m_last_o            <= '0;
      m_valid_o           <= '0;
      s_ready_o           <= '0;
      cnt_rr              <= '0;
      rr_reg              <= '0;
      state               <= IDLE;
    end else if ( m_ready_i ) begin  
      case ( state )
        IDLE :
          begin                         
            s_ready_o           <= '0;
            m_last_o            <= '0;
            m_valid_o           <= '0;
            same_priorities_reg <= '0;  
            if (s_valid_i) begin        
              for ( int i = 0; i < STREAM_COUNT; i++ ) begin  
                if ( (s_qos_i[i] == select_qos_reg) && s_valid_i[i] || (s_qos_i[i] == 0) && s_valid_i[i])
                  begin
                    select_stream_reg      <= i;
                    same_priorities_reg[i] <= 1'b1;  
                  end
              end   
              state <= QUEUE;
            end
          end
        QUEUE :
          begin
            s_ready_o <= '0;
            m_last_o  <= '0;
            if ( quantity_one_prior > 1 ) begin  
              cnt_rr <= cnt_rr + 1'b1;    
              for ( int i = 0; i < STREAM_COUNT; i++ ) begin  
                if ( same_priorities_reg[i] && rr_reg == i )  
                  select_stream_reg <= i;
              end  
              if ( cnt_rr == 2 ) begin  
                cnt_rr <= '0;
                if ( rr_reg == quantity_one_prior-1 )   
                  rr_reg <= '0;
                else
                  rr_reg <= rr_reg + 1'b1;  
              end
            end
            else begin
              cnt_rr <= '0;  
              rr_reg <= '0;
            end
            state     <= DATA;
            m_valid_o <= '0;
          end
        DATA :
          begin
            if (s_valid_i[select_stream_reg]) begin  
              m_data_o                     <= s_data_i[select_stream_reg];  
              m_id_o                       <= select_stream_reg;            
              m_last_o                     <= s_last_i[select_stream_reg];  
              m_valid_o                    <= '1;
              m_qos_o                      <= s_qos_i[select_stream_reg];
              s_ready_o[select_stream_reg] <= 1'b1;                         
              if (s_last_i[select_stream_reg]) begin
                state <= IDLE;   
              end
            end
            else begin  
              m_data_o  <= m_data_o;
              m_id_o    <= m_id_o;
              m_last_o  <= m_last_o;
              m_valid_o <= '0;
              m_qos_o   <= m_qos_o;
              s_ready_o <= s_ready_o;
            end
          end
      endcase
    end else begin  
      m_valid_o <= '0;
      s_ready_o <= '0;
      m_data_o  <= m_data_o;
      m_id_o    <= m_id_o;
      m_last_o  <= m_last_o;
      m_qos_o   <= m_qos_o;
    end
  end
endmodule 
module stream_arbiter_top #(
  parameter T_DATA_WIDTH  = 8                   ,
  parameter T_QOS__WIDTH  = 4                   ,
  parameter STREAM_COUNT  = 2                   ,
  parameter T_ID___WIDTH  = $clog2(STREAM_COUNT),
  parameter LATENCY_SLAVE = 0
) (
  input                     clk_i                      ,  
  input                     rst_n                      ,
  input  [T_DATA_WIDTH-1:0] s_data_i [STREAM_COUNT-1:0],
  input  [T_QOS__WIDTH-1:0] s_qos_i  [STREAM_COUNT-1:0],
  input  [STREAM_COUNT-1:0] s_last_i                   ,
  input  [STREAM_COUNT-1:0] s_valid_i                  ,
  output [STREAM_COUNT-1:0] s_ready_o                  ,
  output [T_DATA_WIDTH-1:0] m_data_o                   ,
  output [T_QOS__WIDTH-1:0] m_qos_o                    ,
  output [T_ID___WIDTH-1:0] m_id_o                     ,
  output                    m_last_o                   ,
  output                    m_valid_o                  ,
  input                     m_ready_i
);
generate
  if (LATENCY_SLAVE == 1) begin
    stream_arbiter_latency_0 #(
      .T_DATA_WIDTH(T_DATA_WIDTH),
      .T_QOS__WIDTH(T_QOS__WIDTH),
      .STREAM_COUNT(STREAM_COUNT)
    ) uut_stream_arbiter_0 (
      .clk_i    (clk_i    ),
      .rst_n    (rst_n    ),
      .s_data_i (s_data_i ),
      .s_qos_i  (s_qos_i  ),
      .s_last_i (s_last_i ),
      .s_valid_i(s_valid_i),
      .s_ready_o(s_ready_o),
      .m_data_o (m_data_o ),
      .m_qos_o  (m_qos_o  ),
      .m_id_o   (m_id_o   ),
      .m_last_o (m_last_o ),
      .m_valid_o(m_valid_o),
      .m_ready_i(m_ready_i)
    );
  end else begin
    stream_arbiter_latency_1 #(
      .T_DATA_WIDTH(T_DATA_WIDTH),
      .T_QOS__WIDTH(T_QOS__WIDTH),
      .STREAM_COUNT(STREAM_COUNT)
    ) uut_stream_arbiter_1 (
      .clk_i    (clk_i    ),
      .rst_n    (rst_n    ),
      .s_data_i (s_data_i ),
      .s_qos_i  (s_qos_i  ),
      .s_last_i (s_last_i ),
      .s_valid_i(s_valid_i),
      .s_ready_o(s_ready_o),
      .m_data_o (m_data_o ),
      .m_qos_o  (m_qos_o  ),
      .m_id_o   (m_id_o   ),
      .m_last_o (m_last_o ),
      .m_valid_o(m_valid_o),
      .m_ready_i(m_ready_i)
    );
  end
  endgenerate
endmodule
```
`./run.sh`:
```
#!/bin/bash
# OpenROAD 26Q1-2900-gdf79404cd8, Yosys 0.63+post, stock flow scripts
make -C /OpenROAD-flow-scripts/flow DESIGN_CONFIG=/design/flow/config.mk WORK_HOME=/design/flow/orfs finish
```
==> results.py <==
# Synthesis and PnR figures
metrics = {
    "die": {
        "boundaryPins": 48,
        "die_area_sq_mm": 0.0142,
        "dieWidth_microns": 119,
        "coreArea_sq_mm": 0.00964,
        "die-height_microns": 119,
        "rows": 36,
        "fp_util_pct": 15.6,
    },
    "logic_synthesis": {
        "ys_seq_elements": 26,
        "ys_cells": 165,
        "syn_inst": 165,
        "synth_area_sq_mm": 0.00150,
        "syn_avg_cell_area_sq_um": 9.11,
        "synth-main-ff-cell": "dfrtp_1",
        "yosys-stat-area_sq_mm": 0.00150,
        "synth_seq_share_pct": 43.4,
        "synth.distinct_cells": 42,
        "synth_warnings": 0,
        "async_reset_ff_share_pct": 100,
        "synth-edff-count": 0,
    },
    "clock_network": {
        "numClockSinks": 26,
        "postCtsHoldBufs": 0,
        "clkTransAtPathRegs_ps": 90,
        "cts_tree": "yes",
        "cts-root-buf": "clkbuf_8",
        "cts.repair.resized": 0,
        "cts_buffers": 3,
        "post_cts_buffers": 0,
        "clockBufferDepth": 2,
        "insertion_delay_ps": 270,
        "htree_levels": 1,
    },
    "final_timing": {
        "finalMaxSlewViolations": 0,
        "finalSetupViolCount": 0,
        "post-route-min-period_ps": 2360,
        "slew_headroom_pct": 57.6,
        "finalHoldViolations": 0,
        "fin_crit_sh_pct": 90.6,
        "rsz0062_at_grt": "false",
        "fin_tns_setup_ps": 0,
        "fmax_ghz": 0.424,
        "worst_slew_pin_slew_ps": 636,
        "finClkSkew_ps": 7.14,
        "worst_slack_ps": 244,
    },
    "place": {
        "dp.cells": 350,
        "dp_hpwl_microns": 3390,
        "pre_cts_ws_ps": 1.24,
        "io_buffers": 47,
        "place_congestion": 0.876,
    },
    "finish": {
        "fill_cells": 1065,
        "regArea_sq_um": 652,
        "final_cells": 354,
        "syn_to_final_growth_pct": 51.5,
        "largest_reg_flops": 8,
        "logic_area_sq_um": 786,
        "layout-drive-gt1-share_pct": 10.4,
        "fin_util_pct": 23.6,
        "reg_top3": "genblk1.uut_stream_arbiter_1.m_data_o (8), genblk1.uut_stream_arbiter_1.m_qos_o (4), genblk1.uut_stream_arbiter_1.state (3)",
        "layout_top_cell": "clkdlybuf4s50_1",
        "most-common-layout-cells": "clkdlybuf4s50_1, nand2_1, dfrtp_1",
        "regMostFlops": "genblk1.uut_stream_arbiter_1.m_data_o",
    },
    "pwr": {
        "powerDensity_mw_per_mm2": 742,
        "total_power_uw": 1690,
        "ir_drop_mv": 0.191,
        "leakage_uw": 0.000975,
    },
    "setup_path": {
        "critPathKind": "in -> reg",
        "endpoint_kind": "register",
        "reg2reg_slack_ps": 870,
        "worstSetupStartpointType": "primary input",
        "path_common_cell": "nand2_1",
        "crit_arrival_ps": 2570,
        "crit_chain": "clkdlybuf4s50_1 > nand2_1 > ha_1 > nand4_1 > nand2_1 > a221o_1 > o21a_1 > o221ai_2 > o311a_1",
        "slowest_delay_ps": 570,
        "crit_fanout": 5,
        "cpMaxStageDelayCell": "clkdlybuf4s50_1",
        "crit_required_ps": 2820,
    },
    "drt": {
        "ant_nets": 0,
        "diodes": 0,
        "drt-wirelength-per-cell_microns": 11.7,
        "drtIter0Drc": 37,
        "drt-total-wl_microns": 4140,
        "routed_via_density": 3.94,
        "dr_total_vias": 1396,
        "route.detailed.drc": 0,
        "dr.pass1.iters": 4,
    },
    "flow_run": {
        "warnings": 25,
        "drv_cap": 0,
    },
    "global_route": {
        "grt_start_max_net_pins": 27,
        "grt_pass1_vias": 1385,
        "grt.overflow.total": 0,
        "grt_pass1_wl_microns": 7160,
        "track_usage_pct": 5.89,
        "antenna_found_initial": 0,
    },
    "min_path": {
        "hold_path_class": "reg -> reg",
    },
    "status": {
        "status": "complete, no violations",
    },
}
stage by stage:
step	hold WS, ps	area, sq um
floorplan	224	1500
global placement	465	2210
detailed placement	475	2210
CTS	497	2280
global route	510	2280
finish	487	2280
metal layers:
metal | wire length, microns | GRT usage [%]
met1 | 2070 | 8.88
met4 | 63 | 0.840
met3 | 247 | 1.10
met5 | 0 | 0
met2 | 1750 | 8.75
critical path: cells and delay by family:
| kind | cells | cell delay [ps] |
|---|---|---|
| AOI/OAI and AO/OA | 4 | 870 |
| buffers and inverters | 1 | 570 |
| adders and majority gates | 1 | 320 |
| and+or+nand+nor | 3 | 290 |
cells in the mapped netlist (2+ instances only):
cell,n,area (sq um)
inv_1,9,33.8
mux2i_1,13,130
xor2_1,3,26.3
a21o_1,4,30.0
o21ai_0,19,95.1
nor2_1,6,22.5
a21oi_1,4,20.0
ha_1,4,50.1
o211ai_1,2,15.0
nand2b_1,2,12.5
nor3_1,4,20.0
nor4_1,3,18.8
o31ai_1,2,15.0
nor2b_1,3,18.8
mux2_2,2,22.5
clkbuf_1,6,22.5
nand3_1,3,15.0
nand2_1,27,101
dfrtp_1,25,626
a31oi_1,2,12.5
report_power, final:
part	internal, uW	total (uW)	leakage [uW]	switching (uW)
clock	206	337	0.0000357	130
combinational	428	655	0.000605	227
sequential	557	697	0.000335	140
total	1190	1690	0.000975	498
path summary, 6_finish.rpt:
kind                                                                              end  cells after the start                                                        from
setup / recovery           genblk1.uut_stream_arbiter_1.select_stream_reg$_DFFE_PN0P_                      9                                                s_valid_i[0]
hold / removal                   genblk1.uut_stream_arbiter_1.m_data_o[6]$_DFFE_PN0P_                      2        genblk1.uut_stream_arbiter_1.m_data_o[6]$_DFFE_PN0P_
setup reg to reg                      genblk1.uut_stream_arbiter_1.m_id_o$_DFFE_PN0P_                      4  genblk1.uut_stream_arbiter_1.select_stream_reg$_DFFE_PN0P_
hold reg to reg                  genblk1.uut_stream_arbiter_1.m_data_o[6]$_DFFE_PN0P_                      2        genblk1.uut_stream_arbiter_1.m_data_o[6]$_DFFE_PN0P_
max in group asynchronous             genblk1.uut_stream_arbiter_1.state[0]$_DFF_PN1_                      2                                                       rst_n
min in group asynchronous           genblk1.uut_stream_arbiter_1.m_last_o$_DFFE_PN0P_                      2                                                       rst_n
kinds of logic after synthesis:
| logic type | synth area share [%] |
|---|---|
| AND/OR/NAND/NOR | 16.8 |
| buffers and inverters | 4.33 |
| flip-flops | 43.4 |
| adder cells (fa/ha/maj) | 3.33 |
| multiplexers | 10.2 |
| AND-OR/OR-AND | 20.2 |
| XOR/XNOR | 1.75 |
area by class of cell:
type	instances	share of cell area, %
inverter	9	1.48
multi-input combinational	122	34.5
sequential	26	28.6
tap	133	7.31
clock inverter	1	1.32
timing repair buffer	60	24.9
clock buffer	3	1.81
Power is estimated from default activity; no workload was simulated.
